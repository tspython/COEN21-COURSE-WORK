===== /design/flow/run.sh =====
#!/bin/bash
# OpenROAD 26Q1-2900-gdf79404cd8, Yosys 0.63+post, stock flow scripts
make -C /OpenROAD-flow-scripts/flow DESIGN_CONFIG=/design/flow/config.mk WORK_HOME=/design/flow/orfs finish

===== /design/flow/config.mk =====
export PLATFORM = sky130hd
export DESIGN_NAME = Counter
export DESIGN_NICKNAME = Counter
export VERILOG_FILES = /design/flow/design.v
export SDC_FILE = /design/flow/constraint.sdc
export NUM_CORES = 4
export LEC_CHECK = 1
export CORE_AREA = 10 10 70 70
export DIE_AREA = 0 0 80 80

===== /design/flow/constraint.sdc =====
current_design Counter

set clk_period 1.7
set clk_io_pct 0.2

create_clock -name clk0 -period $clk_period [get_ports {Clock}]

set non_clock_inputs [all_inputs -no_clocks]
set_input_delay [expr $clk_period * $clk_io_pct] -clock clk0 $non_clock_inputs
set_output_delay [expr $clk_period * $clk_io_pct] -clock clk0 [all_outputs]

===== /design/flow/design.v =====
module Counter(
	input Clock,
	input Reset,
	input Dir,
	input CntEn,
	input Load,
	input [2:0] New,
	output reg [2:0] Count);
	always @(posedge Clock) begin
		if(Reset == 1)
			Count <= 3'b001;
		else begin	
			if(CntEn == 1) begin
				if(Load == 1)
					Count <= New;
				else begin
					if (Dir == 1)
						Count <= Count + 1;
					else
						Count <= Count - 1;
				end
			end
		end
	end
endmodule
module UpControl(
	input [2:0] Count,
	output Load,
	output [2:0] New);
	assign Load = (Count == 3'b101) ? 1'b1 : 1'b0;
	assign New = (Count == 3'b001); 
endmodule
module DownControl(
  input [2:0] Count,
  output Load,
  output [2:0] New);
  assign Load = (Count == 3'b001) ? 1'b1 : 1'b0;
  assign New = (Count == 3'b101); 
endmodule
module WinLose(
	input Stop,
	input [2:0] UpCount,
	input [2:0] DownCount,
	output reg CntEn,
	output reg Lose,
	output reg Win);
	always @(UpCount or DownCount) begin
		Win <= 0;
		Lose<= 0;
		if(Stop)  
			begin
				CntEn = 0;  
				if(UpCount == DownCount)  
					Win<=1;
				else
					Lose<=1;  
			end
		else
			CntEn = 1;  
	end
endmodule

==> Changelog: implementation <==
## Implementation

- Tot Pwr: 0.2849 mW
- Maximum clock frequency: 0.6115 GHz
- Core ar.: 3416 µm²
- CTS hold repair buffers: 0
- Hold Vio Cnt, Final: 0
- Reg with most FFs: Count
- # setup viols final: 0
- Grt total ovfl: 0
- Largest net degree at the start of global routing: 8
- Buffers on Ports: 10
- Share of cells above drive strength 1: 0.2059
- Pwr Density: 727.6 nW/µm²
- Max-Cap Viols: 0
- R2R Path Start: Count[0]
- Sequential cell area: 60.06 µm²
- GPL Wtd Cong: 0.8101
- Setup Crit Path Kind: in2reg
- Mean post-synth cell area: 9.680 µm²
- FF-to-FF End: Count[2]
- # Post-CTS Setup Buffers: 0
- RSZ-0062 raised after global routing: no
- Worst Setup Start Kind: input pin
- Top Ports: 11
- Comb area: 136.4 µm²
- Via count: 203
- Global-route usage over all layers: 0.02525
- Sum Neg Setup Slack: 0 ns
- Area growth, synth to finish: 112.9%
- First-pass GRT wire length: 1179 µm
- Routed vias/inst: 2.538
- Slew HR: 0.8315
- Hold Path Class: reg2reg
- Rows: 21
- Leak pwr: 0.1380 nW
- CP Capture Type: flop
- WP data required: 1.83 ns
- Placed Cells: 76
- Antenna Nets Post-Route: 0
- Biggest regs: Count: 3 flops
- Registers, synthesis: 3
- Inserted Diodes: 0
- Flop2flop setup slack: 0.39 ns
- Mapped Area: 183.9 µm²
- Clk_skew: 0.002414 ns
- Arr. time, crit path: 1.76 ns
- Slew @ Worst Pin: 0.2493 ns
- Synthesis area per yosys: 183.9 µm²
- Fp_density: 0.05385
- Min-delay src: Count[1]
- Synth Instances: 19
- R2R depth: 4
- Hold slack: 0.5519 ns
- Die Span Y: 80 µm
- Peak supply drop: 0.2117 mV
- Deepest clock path buffer count: 2
- WHS Path Cells: 2
- CTS tree: done
- Initial antenna violation count: 0
- Non-Filler Instances: 80
- Status: complete, no violations
- Tool Warnings: 25
- WL final: 705 µm
- Filler cells: 399
- Max reg flops: 3
- Number of H-tree levels: 1
- Inserted Clock Buffers: 3
- Synth Seq Share: 0.3265
- Synth cell types: 15
- Routed wire per std cell: 8.813 µm
- Tcrit/Tclk final: 0.9619
- Yosys cell count: 19
- WHS Endpoint: Count[1]
- Drt initial violations: 5
- Die W: 80 µm
- Fin crit period: 1.635 ns
- Die area: 6400 µm²
- Vias in the first global route: 234
- Clk slew on worst S/H paths: 0.04 ns
- CTS sink count: 3
- CTS root buf: clkbuf_4
- Late-Pin Clk Latency: 0.24 ns
- DRT Pass-1 Iters: 2
- Remaining DRCs: 0
- Synthesis Warnings: 1
- Largest fanout on the critical path: 2
- HPWL Detailed: 523.2 µm
- Final slew viol count: 0
-- cells by family (layout without fill, tap and decap cells) --
group,count (synthesis),count (layout),share of synthesized area
buffers and inverters,1,16,0.02039
multiplexers,1,1,0.05442
AND/OR/NAND/NOR,7,7,0.2517
flip-flops,3,3,0.3265
XOR/XNOR,1,1,0.04763
AND-OR/OR-AND,5,5,0.1905
adder cells (fa/ha/maj),1,1,0.1088
-- synth_stat cells (all sizes together) --
cell type  instances  share of area
nand2              1          0.020
nand2b             1          0.034
a211o              2          0.095
nor4b              2          0.095
nor2b              1          0.034
dfxtp              3           0.33
a211oi             1          0.041
nand4b             1          0.048
nor2               1          0.020
o21ai              2          0.054
mux2i              1          0.054
inv                1          0.020
fa                 1           0.11
xnor2              1          0.048
-- critical path, cell delays in order --
cell,delay [ns]
clkdlybuf4s50_1,0.48
inv_1,0.07
fa_2,0.40
xnor2_2,0.19
nor4b_2,0.07
a211o_1,0.22
-- layout by cell type (no fill, tap or decap) --
cell and n:
inv_1 1, xnor2_2 1, a211o_1 2, clkbuf_1 1
nand4b_1 1, nor4b_1 1, fa_2 1, nand2b_1 1
o21ai_0 1, mux2i_1 1, nor4b_2 1, o21ai_1 1
dfxtp_1 3, clkbuf_4 3, buf_4 1, nor2b_1 1
nor2_1 1, nand2_1 1, a211oi_1 1, clkdlybuf4s50_1 10
-- per-stage QoR --
stage | worst slack, ns | instance area (µm²) | utilization
2_1_floorplan | 0.3343 | 183.9 | -
3_3_place_gp | -0.2304 | 349.1 | 0.1022
3_5_place_dp | -0.2714 | 349.1 | 0.1022
4_1_cts | 0.03012 | 391.6 | 0.1147
5_1_grt | 0.009598 | 391.6 | 0.1147
6_report | 0.06476 | 391.6 | 0.1147
-- layout make-up --
type,count,share of cell area
clock buffers,4,0.06709
repair buffers,11,0.2748
multi-input cells,15,0.3482
well taps,46,0.1470
inverters,1,0.009585
flip-flops and latches,3,0.1534
-- timing repair --
action / CTS / global route
gates resized: 3 / 0
setup endpoints to repair: 1 / 1
pin swaps: 1 / 1
-- per-layer routing --
layer,track usage,share of wire,up-vias
met1,0.03129,0.48,86
li1,-,-,102
met2,0.02087,0.22,15
met3,0.03864,0.30,0
met5,0,0,-
met4,0.003521,0,0
-- worst max path at each step --
stage	startpoint	endpoint	slack (ns)	cells past startpoint
CTS	Dir	Count[2]	0.03	6
global route	Dir	Count[2]	0.01	6
finish	Dir	Count[2]	0.06	6
-- power breakdown --
| group | internal (mW) | switching, mW |
|---|---|---|
| logic | 0.0458 | 0.0243 |
| clock network | 0.0883 | 0.0418 |
| registers | 0.0777 | 0.00712 |
No activity file was given, so power comes from the tool's default toggle rates.
